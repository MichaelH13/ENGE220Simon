**flow/run.sh**
```bash
#!/bin/bash
# OpenROAD 26Q1-2900-gdf79404cd8, Yosys 0.63+post, stock flow scripts
make -C /OpenROAD-flow-scripts/flow DESIGN_CONFIG=/design/flow/config.mk WORK_HOME=/design/flow/orfs finish
```
**flow/constraint.sdc**
```tcl
current_design seg_ctrl

set clk_period 4.2
set clk_io_pct 0.2

create_clock -name clk0 -period $clk_period [get_ports {clk}]

set non_clock_inputs [all_inputs -no_clocks]
set_input_delay [expr $clk_period * $clk_io_pct] -clock clk0 $non_clock_inputs
set_output_delay [expr $clk_period * $clk_io_pct] -clock clk0 [all_outputs]
```
**flow/config.mk**
```make
export PLATFORM = sky130hd
export DESIGN_NAME = seg_ctrl
export DESIGN_NICKNAME = seg_ctrl
export VERILOG_FILES = /design/flow/design.v
export SDC_FILE = /design/flow/constraint.sdc
export NUM_CORES = 4
export LEC_CHECK = 1
export CORE_UTILIZATION = 30
```
**flow/design.v**
```verilog
module seg_ctrl(output [7:0] segments_n, output reg [3:0] anodes_n, input[3:0] D,C,B,A, input clk);
	reg [3:0] hex;
	reg [1:0] count;
	reg [15:0] delay;
	seven_seg s1 (segments_n, hex);
	always @ ( posedge clk) begin
		delay <= delay + 1;
		if (delay >= 20000) begin
			delay <= 0;
			count <= count + 1;
			anodes_n <= 4'hf;
			anodes_n[count] <= 0;
			case (count) 
				0: hex <= A; 
				1: hex <= B; 
				2: hex <= C; 
				3: hex <= D;
			endcase
		end
	end
endmodule
module seven_seg(output reg[7:0] seg, input [3:0] hex);
always@* begin
	case(hex)
		0: seg= ~8'b10111111;
		1: seg= ~8'b10000110;
		2: seg= ~8'b11011011;
		3: seg= ~8'b11001111;
		4: seg= ~8'b11100110;
		5: seg= ~8'b11101101;
		6: seg= ~8'b11111101;
		7: seg= ~8'b10000111;
		8: seg= ~8'b11111111;
		9: seg= ~8'b11101111;
		10: seg= ~8'b11110111;
		11: seg= ~8'b11111100;
		12: seg= ~8'b10111001;
		13: seg= ~8'b11011110;
		14: seg= ~8'b11111001;
		15: seg= ~8'b11110001;
	default: seg= ~8'b10000000;
	endcase
end
endmodule
```
==> results.ini <==
[yosys]
top_area_cell=dfxtp_1
yosysTopAreaCellShare_pct=26.7
ys_chip_area_um2=1720
area_leaders=dfxtp_1 (27%), edfxtp_1 (17%), ha_1 (9.4%)
ys_seq_share_pct=44.2
synth.avg_cell_area_um2=10.1
synth_area_um2=1720
yosys.cell_types.count=39
yosysWarnings=2
ys_cells=170
synthCells=170
numSynthFlops=33

[worst_setup_path]
r2r-end=segments_n[0]
r2r_cells=10
path_cells=clkdlybuf4s50_1 -> a222oi_1 -> mux2i_1 -> mux2i_1 -> inv_1 -> ha_1 -> mux2_2 -> o211ai_1 -> o41ai_1
slowest_stage=clkdlybuf4s50_1
r2r_slack_ns=1.45
critPathArrivalTime_ns=3.10
endpoint_kind=flip-flop
worstSetupPathType=input pin to flip-flop
start_kind=input pin
slowest_delay_ns=0.40
crit_fanout=5
r2r-start=count[1]
required_ns=4.37
worst_path_most_repeated_cell=mux2i_1

[power]
leakage_uw=0.000869
cellPowerDensity_nw_per_um2=351
irDropWorstVdd_v=0.000176

[hold_path]
holdCritPathClass=flip-flop to flip-flop
whs_endpoint=delay[0]
hp-start=delay[0]
min_path_cells=1

[drt]
antennaDiodeCount=0
drt_wl_total_um=2990
dr.pass1.iters=4
vias_per_cell=4.49
wire_per_inst_um=10.8
drc=0
vias=1239
ant_nets=0
drt_iter0_drc=72

[cells_and_area]
layout.cells.most_common=clkdlybuf4s50_1
final_cell_mix=clkdlybuf4s50_1 (27), dfxtp_1 (23), inv_1 (19)
drive_above_1_share_pct=7.84
fin_area_um2=2160
area_growth_pct=25.3

[cts]
clockBufferDepth=2
cts-root-buf=clkbuf_8
cts_inserted_buffers=5
tritoncts=done
cts_setup_buffers=0
ctsResizeCount=0
insertion_delay_ns=0.28
htreeDepth=2
cts.reportedPaths.clkPinSlew_ns=0.07
postCtsHoldBufs=0
clkSinkCount=33

[timing]
slew_headroom_pct=57.8
rsz0062_at_grt=no
slew_viol_final=0
clock_skew_ns=0.00388
fmax_mhz=341
finalClockPeriodUsage_pct=69.8
min_period_ns=2.93
setup_tns_ns=0
tightest_slew_ns=0.630
finalSetupViolations=0
finalHoldViolCount=0

[global_routing]
use_met1_pct=17.2
grt_max_degree=19
grt_first_pass_wirelength_um=5400
grt_usage_pct=11.2
grt_overflow=0
grt-busiest-layer=met1
met2_usage_pct=16.5
first_global_vias=1162
use_met3_pct=2.75
antenna_found_initial=0

[die]
rows=27
die_x_um=77.8
core_um2=5510
fp_util_pct=31.3
ios=29
chipArea_um2=6050
die_y_um=77.8

[placed_design]
io_buffers=27
dpl_cell_area_um2=2080
gp_congestion=0.850
dp_hpwl_um=2140

[job]
max-cap-violations=0
warning_count=36

[status]
status=finished, final reports clean

## report_power, final
group | internal (uW) | leakage, uW | switching [uW]
combinational | 91.6 | 0.000541 | 69.3
clock | 115 | 0.0000450 | 112
sequential | 358 | 0.000284 | 13.4
total | 564 | 0.000869 | 195
## flip-flops by register name (all words and copies together), names as in the netlist
| name | cells |
|---|---|
| hex | 4 |
| anodes_n | 4 |
| segments_n | 7 |
| delay | 16 |
| count | 2 |
## cell type report
class / count / area (um^2)
fill: 544 / 3350
inverter: 19 / 71.3
tap: 72 / 90.1
clock inverter: 2 / 10.0
sequential: 33 / 761
timing repair buffer: 28 / 278
multi-input combinational: 116 / 877
clock buffer: 6 / 72.6
## synth_stat cells
master and instances:
o21ai_0 4, o31ai_1 2, mux2i_1 8, nor2_1 18, nor4_1 1, o41ai_1 1
edfxtp_1 10, buf_4 1, ha_1 13, inv_1 19, and4_1 1, and2_1 1
o22ai_1 2, nor4_4 1, buf_2 2, nand2b_1 1, mux2i_2 2, o211ai_1 1
a41oi_1 1, dfxtp_1 23, o2bb2ai_1 2, o211ai_4 1, mux2i_4 1, nand3_1 6
xnor2_1 4, xor2_1 7, nand4_1 2, o21ai_1 1, nand2_1 12, a22o_1 1
mux2_2 2, nor2b_1 1, a222oi_1 4, conb_1 1, or3_1 3, or3b_1 1
nor3_1 4, a21oi_1 4, mux2_4 1
## cells by family after synthesis
| group | after synthesis | share of synthesized area [%] |
|---|---|---|
| AOI/OAI and AO/OA | 24 | 10.7 |
| xor gates and xnor gates | 11 | 5.59 |
| adders and majority gates | 13 | 9.44 |
| buffers and inverters | 22 | 5.16 |
| DFF | 33 | 44.2 |
| muxes | 14 | 9.73 |
| other | 1 | 0.218 |
| and+or+nand+nor | 52 | 15.0 |
## critical path: cells and delay by family
kind                       cells  cell delay, ns
adders and majority gates      1            0.28
buffers and inverters          2            0.55
AOI/OAI and AO/OA              3            0.57
muxes                          3            0.85
## routing by layer
metal	wire length (um)	vias to the layer above
met5	0	-
met4	48	0
met3	140	5
met2	1290	26
met1	1520	551
li1	-	657
## worst max path at each step
stage,start,to,depth (start not counted)
after CTS,B[1],segments_n[0],9
after global routing,B[1],segments_n[0],9
final,B[1],segments_n[0],9
## metrics by stage
step / util (%) / power [uW] / setup WS [ns] / hold WS [ns] / instances
6_report: 39.2 / 759 / 1.27 / 0.485 / 276
5_1_grt: 39.2 / 811 / 1.00 / 0.512 / 276
4_1_cts: 39.2 / 771 / 1.25 / 0.484 / 276
3_5_place_dp: 37.7 / 540 / 0.961 / 0.466 / 268
3_3_place_gp: 37.7 / 541 / 1.03 / 0.461 / 268
2_1_floorplan: - / 469 / 1.64 / 0.442 / 171
Power and IR drop assume default switching activity.
