==> /design/flow/run.sh <==
#!/bin/bash
# OpenROAD 26Q1-2900-gdf79404cd8, Yosys 0.63+post, stock flow scripts
make -C /OpenROAD-flow-scripts/flow DESIGN_CONFIG=/design/flow/config.mk WORK_HOME=/design/flow/orfs finish
==> /design/flow/config.mk <==
export PLATFORM = sky130hd
export DESIGN_NAME = bcd
export DESIGN_NICKNAME = bcd
export VERILOG_FILES = /design/flow/design.v
export SDC_FILE = /design/flow/constraint.sdc
export NUM_CORES = 4
export LEC_CHECK = 1
export CORE_AREA = 10 10 82 82
export DIE_AREA = 0 0 92 92
==> /design/flow/constraint.sdc <==
current_design bcd

set clk_period 4.8
set clk_io_pct 0.2

create_clock -name clk0 -period $clk_period [get_ports {clk}]

set non_clock_inputs [all_inputs -no_clocks]
set_input_delay [expr $clk_period * $clk_io_pct] -clock clk0 $non_clock_inputs
set_output_delay [expr $clk_period * $clk_io_pct] -clock clk0 [all_outputs]
==> /design/flow/design.v <==
module bcd(output reg [3:0] hundreds, tens, ones, input [7:0] number, input clk);
   reg [19:0] shift;
   integer i;
   always @(posedge clk) begin
      shift[19:8] = 0;
      shift[7:0] = number;
      for (i=0; i<8; i=i+1) begin
         if (shift[11:8] >= 5)
            shift[11:8] = shift[11:8] + 3;
         if (shift[15:12] >= 5)
            shift[15:12] = shift[15:12] + 3;
         if (shift[19:16] >= 5)
            shift[19:16] = shift[19:16] + 3;
         shift = shift << 1;
      end
      hundreds = shift[19:16];
      tens     = shift[15:12];
      ones     = shift[11:8];
   end
endmodule
==> metrics.csv <==
stage;metric;value;unit
min_path;hold_depth;1;
drt;wl_per_cell;9.30;µm
critical_path;critPathLaunch;number[7];
yosys;ys_ff;10;
min_path;whs_endpoint;ones[0]$_DFF_P_;
job;log.warning_count;28;
final_timing;final-hold-violation-count;0;
yosys;async_flop_share;0;
placement;dpl.cell_count;229;
cells_and_area;finalNonFillerCells;234;
floorplanning;dieArea;8460;µm²
final_timing;finalClockPeriodUsage;0.938;
floorplanning;ios;21;
power_and_ir_drop;power_switching;195;µW
min_path;hp-start;number[0];
drt;diodes;0;
final_timing;tightestPinTransition;0.537;ns
power_and_ir_drop;p_int;408;µW
yosys;top_cell_area_share;0.199;
critical_path;critical_path_required;4.92;ns
cells_and_area;n_fill_cell;517;
min_path;hold_class;input port to register;
final_timing;fin_crit;4.50;ns
drt;dr.pass1.iters;4;
yosys;yosysTopAreaCell;dfxtp_1;
outcome;outcome;finished, final reports clean;
placement;gp_congestion;0.796;
critical_path;path_max_fanout;5;
cells_and_area;drive_above_1_share;0.402;
grt;overflow;0;
yosys;synthCells;116;
yosys;synthesis.area;1010;µm²
yosys;synth_area_per_cell;8.69;µm²
clock_tree;clk_path_buf_depth;2;
critical_path;crit_path_end_kind;register;
grt;busiest_layer;met2;
final_timing;whs;1.17;ns
clock_tree;htreeDepth;1;
clock_tree;numCtsBuffers;3;
yosys;synth_cell_types;43;
grt;grt_max_degree;10;
final_timing;finalMaxSlewViolations;0;
grt;grt_pass1_wl;4000;µm
grt;use_met1;0.0737;
yosys;synthFlopType;dfxtp_1;
clock_tree;cts-root-buf;clkbuf_8;
floorplanning;fp-row-count;26;
grt;grt_antenna_before_repair;0;
power_and_ir_drop;power.density;371;nW/µm²
cells_and_area;synthToLayoutAreaGrowth;61.0;%
final_timing;rsz0062_at_grt;false;
job;cap_violations;0;
clock_tree;clk_pin_slew;0.05;ns
drt;drtIter0Drc;21;
power_and_ir_drop;vdd_drop_max;0.156;mV
power_and_ir_drop;combPwrFrac;0.623;
power_and_ir_drop;pwr-share-seq;0.205;
floorplanning;fp_util;0.199;
yosys;synth_chip_area;1010;µm²
yosys;synth_stat.cells;116;
yosys;postSynthSeqShare;0.199;
floorplanning;fp.dieW;92;µm
yosys;ys.warnings.count;1;
yosys;edf_count;0;
clock_tree;cts_hold_buf;0;
drt;drc_errors;0;
grt;gr-usage-met2;0.0865;
floorplanning;fp.coreArea;5070;µm²
drt;vias;937;
drt;avgViaCountPerCell;4.00;
critical_path;crit_type;input port to register;
yosys;synthTopCellsByArea;dfxtp_1 (20%), ha_1 (11%), xnor2_1 (5.2%);
final_timing;clock.fmax;222;MHz
drt;wl;2180;µm
grt;met3_usage;0.0173;
power_and_ir_drop;sw_frac_of_total;0.323;
placement;port_buffers;18;
power_and_ir_drop;clkPwrFrac;0.172;
floorplanning;die_y;92;µm
critical_path;start_kind;input port;
drt;postRouteAntennaNets;0;
grt;grtUsageTotal;0.0542;
final_timing;slew_headroom;0.639;
critical_path;worstPathArrival;4.62;ns
grt;first_global_vias;935;
placement;dp_hpwl;1790;µm
clock_tree;cts_tree;yes;
power_and_ir_drop;p_leak;0.703;nW
clock_tree;cts.sinks;10;
final_timing;setup_viol;0;
[power groups by stage]
stage	sequential, mW	combinational (mW)	clock, mW
CTS	0.124	0.365	0.107
finish	0.124	0.376	0.103
global route	0.128	0.418	0.114
[cell usage after synthesis, drive strengths merged, types with 2 or more instances]
cell,instances
a211oi,3
or4,2
dfxtp,10
o21ai,7
a2111oi,2
inv,10
a21oi,8
o22ai,3
buf,3
ha,9
o21ba,2
nor2,12
nand2b,2
nand3,2
nor4,2
nand2,7
xnor2,7
nor2b,2
mux2i,6
nor3,2
a21o,4
[cells in the final DEF (no fill, tap or decap), types with 2 or more instances in the layout]
master            n
ha_1              5
xnor2_2           2
o21ai_1           2
nor2b_4           2
buf_4            28
mux2i_1           3
nor2_1           10
inv_1             8
a21oi_1           7
or4_4             2
xnor2_1           4
nor2_2            2
o21ai_0           4
mux2i_2           3
o22ai_1           3
o21ba_2           2
nand2b_1          2
inv_2             2
nor3_1            2
conb_1            2
dfxtp_1          10
clkbuf_8          4
a21o_1            3
clkdlybuf4s50_1  16
nand2_1           7
dlymetal6s2s_1    2
nand3_2           2
ha_2              4
[logic make-up after synthesis]
family	Yosys count	share of synthesized area
AND-OR/OR-AND	34	0.289
AND/OR/NAND/NOR	34	0.187
buffers and inverters	14	0.0670
flip-flops	10	0.199
adder cells (fa/ha/maj)	9	0.112
XOR/XNOR	7	0.0682
multiplexers	7	0.0744
other	1	0.00372
[sequential cells by signal (all words and copies together) (netlist names)]
register,cells
hundreds,2
ones,4
tens,4
[repair_timing]
item,CTS,global route
pin swaps,6,10
setup buffers,1,0
setup endpoints to repair,8,9
gates resized,9,12
[per-layer routing]
metal	routed length, µm	vias to the layer above
met5	0	-
met4	5	0
met3	125	2
met2	896	21
met1	1150	404
li1	-	510
[critical path, cell delays in order]
cell             delay (ns)
clkdlybuf4s50_1        0.43
ha_1                   0.23
a21o_4                 0.21
xnor2_4                0.13
ha_2                   0.19
nor2b_4                0.13
a211oi_4               0.17
nor2_2                 0.08
xnor2_2                0.18
inv_2                  0.06
ha_2                   0.18
nor2b_4                0.14
or4_4                  0.42
o311ai_4               0.14
mux2i_2                0.30
o21ai_2                0.11
xnor2_2                0.29
nand2_1                0.13
mux2i_1                0.13
[through the flow]
| step | setup TNS, ns | utilization | worst slack, ns | power (mW) | instance area (µm²) |
|---|---|---|---|---|---|
| after floorplan | 0 | - | 0.0135 | 0.321 | 1030 |
| after global placement | -1.99 | 0.292 | -0.262 | 0.476 | 1480 |
| after detailed placement | -2.20 | 0.292 | -0.300 | 0.477 | 1480 |
| after CTS | 0 | 0.309 | 0.0163 | 0.596 | 1570 |
| after global routing | 0 | 0.320 | 0.129 | 0.660 | 1620 |
| final | 0 | 0.320 | 0.296 | 0.603 | 1620 |
[cell type report]
class,count,area [µm²],share of cell area
timing repair buffer,47,407,0.250
tap,70,87.6,0.0539
sequential,10,200,0.123
clock buffer,4,55.1,0.0339
inverter,10,37.5,0.0231
multi-input combinational,93,837,0.515
[how the worst max path moves through the flow]
stage / endpoint / slack [ns] / depth (start not counted)
6_report: tens[3]$_DFF_P_ / 0.30 / 19
5_1_grt: tens[3]$_DFF_P_ / 0.13 / 19
4_1_cts: tens[3]$_DFF_P_ / 0.02 / 22
Power and IR drop assume default switching activity.
