<file path="run.sh">
#!/bin/bash
# OpenROAD 26Q1-2900-gdf79404cd8, Yosys 0.63+post, stock flow scripts
make -C /OpenROAD-flow-scripts/flow DESIGN_CONFIG=/design/flow/config.mk WORK_HOME=/design/flow/orfs finish
</file>
<file path="constraint.sdc">
current_design lcd_string

set clk_period 61.9
set clk_io_pct 0.2

create_clock -name clk0 -period $clk_period [get_ports {clk}]

set non_clock_inputs [all_inputs -no_clocks]
set_input_delay [expr $clk_period * $clk_io_pct] -clock clk0 $non_clock_inputs
set_output_delay [expr $clk_period * $clk_io_pct] -clock clk0 [all_outputs]
</file>
<file path="config.mk">
export PLATFORM = sky130hd
export DESIGN_NAME = lcd_string
export DESIGN_NICKNAME = lcd_string
export VERILOG_FILES = /design/flow/design.v
export SDC_FILE = /design/flow/constraint.sdc
export NUM_CORES = 4
export LEC_CHECK = 1
export CORE_UTILIZATION = 40
</file>
<file path="design.v">
module lcd_ctrl(output reg lcd_regsel,  
                output       lcd_read,  
					 output reg lcd_enable,  
					 output reg      ready,  
				     inout [7:0] lcd_data,  
                      input [7:0] din,  
				           input activate,  
					         input  regsel,  
					           input reset, 
						                clk
							      	        );
reg [26:0] timer;
reg activate_d;
reg [7:0] data;  
wire activate_pulse = activate & ~activate_d;  
assign lcd_read = 0;  
assign lcd_data = lcd_read?8'bz:data;  
always @ (posedge clk or posedge reset) begin
  if (reset) begin
	 timer <= 0;
	 lcd_enable <= 0;
	 lcd_regsel <= 0;
	 ready <= 1;
	 data <= 0;
  end
  else begin
    activate_d <= activate;  
    if (activate_pulse & ready) begin
		ready <= 0;
		data <= din;
		lcd_regsel <= regsel;
	 end
	 if (!ready ) begin
	   timer <= timer+1;  
		if (timer == 6) begin
		  lcd_enable <= 1;  
		end
	   if (timer == 50000) begin  
		  lcd_enable <= 0;
	   end
	   if (timer >= 100000) begin
	     timer <= 0;
		  ready <= 1;
	   end
	 end
  end
end
endmodule
module lcd_string(output lcd_regsel, lcd_read, lcd_enable, inout [7:0] lcd_data, 
                  output reg available,
                  input print, input [8*16-1:0] topline, bottomline, input reset, clk );
	localparam INIT = 0, FUNCTION_SET = 1, WAIT = 2, ENTRY_MODE_SET = 3, 
				  DISPLAY_ON = 4, ENABLE = 5, CLEAR_DISPLAY = 6, RETURN_HOME = 7, 
				  PRINT_LINE_1 = 8, PRINT_LINE_1_ADDR = 9, PRINT_LINE_1_CHAR = 10,
				  PRINT_LINE_2 = 11, PRINT_LINE_2_ADDR = 12, PRINT_LINE_2_CHAR = 13;
	reg [7:0] state, next_state;
	reg [7:0] pending_state, next_pending_state;
	reg [7:0] data;
	reg activate, regsel;
	reg [7:0] address, next_address;
	reg [8*16-1:0] line1, line2, next_line1, next_line2;
lcd_ctrl lcd1 (.lcd_regsel(lcd_regsel), .lcd_read(lcd_read), .lcd_enable(lcd_enable), .lcd_data(lcd_data), 
               .ready(ready), .din(data), .activate(activate), .regsel(regsel), 
					.reset(reset), .clk(clk) );
always @* begin
  next_state = state;
  next_address = address;
  next_pending_state = pending_state;
  next_line1 = line1;
  next_line2 = line2;
  activate = 0;
  regsel = 0;
  data = 0;
  available = 0;
  case (state) 
    INIT: begin
	   next_state = FUNCTION_SET;
	 end
	 FUNCTION_SET: begin
	   regsel = 0;
	   data = 8'b00111000;  
		activate = 1;
		next_state = ENABLE;
		next_pending_state = ENTRY_MODE_SET;
	 end
	 ENTRY_MODE_SET: begin
	   regsel = 0;
	   data = 8'b00000110;  
		activate = 1;
		next_state = ENABLE;	  
		next_pending_state = DISPLAY_ON;	
	 end
	 DISPLAY_ON: begin
	   regsel = 0;
	   data = 8'b00001111;  
		activate = 1;
		next_state = ENABLE;
      next_pending_state = CLEAR_DISPLAY;
	 end	
	 CLEAR_DISPLAY: begin
	   regsel = 0;
	   data = 8'b00000001;  
		activate = 1;
		next_state = ENABLE;
      next_pending_state = RETURN_HOME;
	 end	
	 RETURN_HOME: begin
	   regsel = 0;
	   data = 8'b00000010;  
		activate = 1;
		next_state = ENABLE;
      next_pending_state = WAIT;
	 end		 
	 ENABLE: begin  
      activate = 0;
		if (ready)
		  next_state = pending_state;
	 end
	 WAIT: begin
	   available = 1;
	   if (print) begin
		  next_state = PRINT_LINE_1;
		  next_line1 = topline;
		  next_line2 = bottomline;		
		end
	 end
	 PRINT_LINE_1: begin
		next_address = 8'h80;
		next_state = PRINT_LINE_1_ADDR;
	 end
	 PRINT_LINE_1_ADDR: begin
	   activate = 1;
		data = address;
		next_state = ENABLE;
		next_pending_state = PRINT_LINE_1_CHAR;
	 end
	 PRINT_LINE_1_CHAR: begin
	   activate = 1;
		regsel = 1;
		data = line1[16*8-1:16*8-8];  
		next_state = ENABLE;
		next_address = address+1;
		next_line1 = line1 << 8;  
		if (address[3:0] == 4'hf)  
		  next_pending_state = PRINT_LINE_2;  
		else 
		  next_pending_state = PRINT_LINE_1_CHAR;  
	 end
	 PRINT_LINE_2: begin
		next_address = 8'hC0;
		next_state = PRINT_LINE_2_ADDR;
	 end
	 PRINT_LINE_2_ADDR: begin
	   activate = 1;
		data = address;
		next_state = ENABLE;
		next_pending_state = PRINT_LINE_2_CHAR;
	 end
	 PRINT_LINE_2_CHAR: begin
	   activate = 1;
		regsel = 1;
		data = line2[16*8-1:16*8-8];
		next_state = ENABLE;
		next_address = address+1;
		next_line2 = line2 << 8;
		if (address[3:0] == 4'hf) 
		  next_pending_state = WAIT;  
		else 
		  next_pending_state = PRINT_LINE_2_CHAR;
	 end
  endcase
end
always @ (posedge clk or posedge reset) begin
  if (reset) begin
    state <= INIT;
	 pending_state <= INIT;
	 address <= 0;
	 line1 <= 0;
	 line2 <= 0;
  end
  else begin
    state <= next_state;
	 pending_state <= next_pending_state;
	 address <= next_address;
	 line1 <= next_line1;
	 line2 <= next_line2;
  end
end
endmodule
</file>
==> notes.md <==
This memo summarizes the results of the implementation run.

Clock tree
The cell sitting at the root of the clock tree is a clkbuf_16. The number of buffers inserted by post-CTS setup repair is 0. The quantity of gates resized following cts is 0. The clock buffer count from CTS is 37. The hold buffer count at cts is 0. According to the CTS report, the clock sink count is 311.

Looking at the clock tree report, the H-tree level count equals 2. No sink is reached through more buffers than the 3 on the longest clock path.

Placement
At the end of routability-driven placement, the weighted congestion stood at 0.8914. As logged by OpenROAD, the buffers inserted on ports number 261. After detailed placement, the design holds a cell count of 2,122.

The sum of net half-perimeters after detailed placement is 24.25 mm.

Synthesis
In this run the mean area of a mapped cell was 9.516 µm². By area the synthesized netlist is led by dfrtp_1 54%, mux2i_1 8.7%, nor2_1 7.0%, o22ai_1 5.4%, nand2_1 5.0%. In the Yosys report the total cell count is 1,507.

The part of the Yosys area used for sequential elements is 54.31%. The most common flop cell mapped by yosys is dfrtp_1. The area share of the leading cell type in the synthesized netlist is 53.92%. The chip area line in the Yosys stat output reads 14,340 µm². The number of enable-type register cells in the synthesized netlist is 1. In the post-synthesis netlist, the cell with the most instances is dfrtp_1. The cell type with the largest total area after synthesis is dfrtp_1.

The synthesized netlist occupies a cell area of 14,340 µm². After synthesis the netlist holds a flip-flop and latch count of 311. After synthesis, the netlist uses 65 different library cells. Yosys reported that registers with async set or reset make up 99.68%.

The synthesis run shows the most used standard cells to be 309 x dfrtp_1, 269 x nor2_1, 192 x nand2_1. The instance count of the mapped netlist is 1,507. The total number of yosys warnings is 4.

Run status
The run stopped with a tool error. The last stage reached is clock tree synthesis. The tool reported: "[error] [KeplerFormal.cpp:679] Workflow failed: Iso has multiple drivers: .lcd_data0, lcd_data[0]$_DFFE_PP0P_.Q0".

Die
The width of the chip is 191.3 µm. The starting utilization of the core area is 41.11%. The die is 191.3 µm tall. The row count is 68. According to the I/O placement log, the pin count is 271.
## through the flow
stage          hold slack [ps]  setup WS [ps]  area (µm²)
3_3_place_gp             463.6          46810       17150
2_1_floorplan            432.5          40920       14340
3_5_place_dp             466.2          46750       17150
## logic make-up after synthesis
logic type / Yosys count / synth area share [%]
and+or+nand+nor: 573 / 17.06
AOI/OAI and AO/OA: 356 / 14.59
DFF: 311 / 54.31
muxes: 132 / 9.275
buffers and inverters: 127 / 4.206
adders and majority gates: 4 / 0.3490
xor gates and xnor gates: 3 / 0.1833
other: 1 / 0.02615
